File: design/flow/constraint.sdc
current_design NextPClogic

set clk_period 60.6
set clk_io_pct 0.2

create_clock -name clk0 -period $clk_period

set non_clock_inputs [all_inputs -no_clocks]
set_input_delay [expr $clk_period * $clk_io_pct] -clock clk0 $non_clock_inputs
set_output_delay [expr $clk_period * $clk_io_pct] -clock clk0 [all_outputs]
File: design/flow/design.v
`timescale 1ns/1ps
module NextPClogic(NextPC, CurrentPC, SignExtImm64, Branch, ALUZero, CNBZSig, Uncondbranch, BL);
       input [63:0] CurrentPC, SignExtImm64;
       input Branch, ALUZero, Uncondbranch, CNBZSig, BL;
	   wire ZeroNot;
       output reg [63:0] NextPC;
	   assign ZeroNot = ~ALUZero;
	   always@(*) begin
				if ((Branch&&ALUZero) || Uncondbranch || (CNBZSig&&ZeroNot) || BL)
					NextPC = CurrentPC + (SignExtImm64<<2);
				else
					NextPC = CurrentPC + 4;
			end
endmodule
File: design/flow/run.sh
#!/bin/bash
# OpenROAD 26Q1-2900-gdf79404cd8, Yosys 0.63+post, stock flow scripts
make -C /OpenROAD-flow-scripts/flow DESIGN_CONFIG=/design/flow/config.mk WORK_HOME=/design/flow/orfs finish
File: design/flow/config.mk
export PLATFORM = sky130hd
export DESIGN_NAME = NextPClogic
export DESIGN_NICKNAME = NextPClogic
export VERILOG_FILES = /design/flow/design.v
export SDC_FILE = /design/flow/constraint.sdc
export NUM_CORES = 4
export LEC_CHECK = 1
export CORE_UTILIZATION = 40
==> results.txt <==
final std cells w/o fill: 904
buffers and inverters on the worst path: 3
ratio of cells with drive above 1 in the final layout: 1.43%
yosys stat cell total: 613
cell count after synthesis: 613
Iter 0 DRT Violations: 186
dominant cell type by area after synthesis: sky130_fd_sc_hd__ha_1
max cap viols: 0
Clock Buffer Count: 0
placed cell count: 904
combined area of all synthesized cells: 4070 sq um
static leakage: 2.52 nW
final setup TNS: 0 ns
part of the cycle the worst path needs: 47.1%
Yosys top cell area share: 18.8%
Logic area: 3880 sq um
DRC violation count after routing: 0
FP Util: 41.4%
kind of end point of the critical path: output pin
Max rail drop VDD: 0.00685 mV
Max Transition Viols Final: 0
I/O pin total: 197
highest-delay cell along the critical path: sky130_fd_sc_hd__a221oi_1
power density normalized to cell area: 12.6 nW/um^2
Register Area: 0 sq um
most instantiated cells after synthesis: sky130_fd_sc_hd__a21oi_1 (81), sky130_fd_sc_hd__and2_1 (64), sky130_fd_sc_hd__ha_1 (61)
global-route total usage across every layer: 23.4%
x dimension of the die: 103 microns
post-synthesis to final-layout area growth: 47.9%
post-synthesis area per instance: 6.64 sq um
worst hold-check path type: input port to output pin
post-CTS setup buffers: 0
synthesis area per yosys: 4070 sq um
sequential fraction of the synthesis area: 0%
instance count along the most critical hold path: 0
critical path, cell by cell: clkdlybuf4s50_1 -> mux2i_1 -> nand2_1 -> buf_4 -> and2_1 -> ha_1 -> a21oi_1 -> o21ai_0 -> a221oi_1 -> o2111ai_1 -> o21ai_1 -> nand2_1 -> a21oi_1 -> o21ai_1 -> xor2_1 -> clkdlybuf4s50_1
number of rows created at floorplan: 36
final critical path time including I/O delays and setup: 28.51 ns
number of failing setup endpoints in the final timing report: 0
DIE AREA: 10600 sq um
final-layout worst hold slack: 24.24 ns
startpoint of the most critical hold path: CurrentPC[0]
flop count: 0
pin count of the biggest net entering global routing: 63
CTS Hold Buffers Added: 0
status: complete, no violations
DRT Wirelength: 12.7 mm
Max Freq: 35.1 MHz
post-synthesis cell type with the largest instance count: sky130_fd_sc_hd__a21oi_1
Final GP Congestion: 0.946
worst rel slew slack: 64.1%
Tot Pwr: 0.0000758 W
Via-to-Cell Ratio: 5.40
via count of the first global-routing pass: 4448
signal arrival time at the worst endpoint: 16.39 ns
Top delay family on crit path: AND-OR/OR-AND gates
number of detailed-route iterations in the first pass: 5
half-perimeter wire length after detailed placement: 10.8 mm
final core utilization: 61.3%
first-pass GRT wire length: 20.1 mm
Max stage delay on crit path: 0.53 ns
via count: 4885
Resize count post-CTS: 0
I/O Buffers: 191
placeable core region: 9820 sq um
count of fill cells added during filler insertion: 970
Yosys warnings: 1
Yosys cell types: 55
RSZ-0062 raised after global routing: false
Tightest Pin Transition: 0.538 ns
Ant. Diodes: 0
top fanout value on the critical path: 62
hold violation total from the final report: 0
Detail Route Antenna Nets: 0
Req. time, crit path: 48.48 ns
biggest area contributors in the synthesized netlist: sky130_fd_sc_hd__ha_1 (19%), sky130_fd_sc_hd__a21oi_1 (10%), sky130_fd_sc_hd__and2_1 (9.8%), sky130_fd_sc_hd__xnor2_1 (6.9%), sky130_fd_sc_hd__xor2_1 (6.2%)
Avg WL per Cell: 14.0 microns
total congestion overflow after global routing: 0
floorplan die height: 103 microns
critical path type: input port to output pin
CP Launch Type: input port
Log Warnings: 35
terminating pin of the worst hold path: NextPC[0]
antenna violations before repair: 0
placed cells by master (no fill, tap or decap), drive strengths merged, types with 10 or more instances in the layout:
| cell | count |
|---|---|
| nand3 | 11 |
| o21bai | 17 |
| nand4 | 18 |
| inv | 13 |
| a21o | 29 |
| clkdlybuf4s50 | 191 |
| xor2 | 29 |
| and2 | 64 |
| a21oi | 82 |
| o21ai | 43 |
| nor2 | 36 |
| o21a | 10 |
| xnor2 | 32 |
| nand2 | 53 |
| ha | 61 |
through the flow:
| stage | instance area (sq um) | setup slack, ns |
|---|---|---|
| finish | 6020 | 32.09 |
| global route | 6020 | 31.73 |
| CTS | 6020 | 32.07 |
| detailed placement | 6020 | 32.11 |
| global placement | 6020 | 32.07 |
| floorplan | 4070 | 33.73 |
final cells by class:
| class | instances | area share (%) |
|---|---|---|
| multi-input cells | 566 | 64.5 |
| repair buffers | 192 | 31.9 |
| inverters | 13 | 0.811 |
| well taps | 133 | 2.77 |
metal layers:
| layer | vias to the layer above | global-route usage, % | wire length, microns |
|---|---|---|---|
| li1 | 2553 | - | - |
| met1 | 2195 | 34.6 | 6180 |
| met2 | 131 | 39.1 | 5670 |
| met3 | 6 | 1.45 | 726 |
| met4 | 0 | 1.52 | 90 |
| met5 | - | 0 | 0 |
worst max path at each step:
| stage | start | end | slack [ns] | cells past startpoint |
|---|---|---|---|---|
| 6_report | ALUZero | NextPC[61] | 32.09 | 16 |
| 4_1_cts | ALUZero | NextPC[61] | 32.07 | 16 |
| 5_1_grt | ALUZero | NextPC[57] | 31.73 | 16 |
power breakdown:
group / leakage, nW / switching (W) / internal [W]
clock network: 0 / 0 / 0
registers: 0 / 0 / 0
logic: 2.52 / 0.0000317 / 0.0000440
total: 2.52 / 0.0000317 / 0.0000440
cell families (layout without fill, tap and decap cells):
logic type | Yosys count | in the layout | synth area share, %
AND-OR/OR-AND | 222 | 222 | 34.6
XOR/XNOR | 61 | 61 | 13.1
adder cells (fa/ha/maj) | 62 | 62 | 19.3
buffers and inverters | 47 | 205 | 4.55
multiplexers | 1 | 1 | 0.246
AND/OR/NAND/NOR | 220 | 220 | 28.2
Power figures rest on the tool's default switching activity, not on a simulated workload.
